$ cat config.mk
export PLATFORM = sky130hd
export DESIGN_NAME = ADC32
export DESIGN_NICKNAME = ADC32
export VERILOG_FILES = /design/flow/design.v
export SDC_FILE = /design/flow/constraint.sdc
export NUM_CORES = 4
export LEC_CHECK = 1
export CORE_AREA = 10 10 105 105
export DIE_AREA = 0 0 115 115
$ cat constraint.sdc
current_design ADC32

set clk_period 21.3
set clk_io_pct 0.2

create_clock -name clk0 -period $clk_period

set non_clock_inputs [all_inputs -no_clocks]
set_input_delay [expr $clk_period * $clk_io_pct] -clock clk0 $non_clock_inputs
set_output_delay [expr $clk_period * $clk_io_pct] -clock clk0 [all_outputs]
$ cat design.v
`timescale 1ns / 1ps
module ADC32( input [31:0] a,
				  input [31:0] b,
				  input C0,
				  output [31:0] s,
				  output Co
    );
	 wire [31:0] bo, res;
	 assign bo = b ^ {32{C0}};
	 assign res = a + bo + C0;
	 assign Co = ((~a[31])&(~b[31])&(~C0)&s[31])|((a[31])&(b[31])&(~C0)&(~s[31]))
					|((~a[31])&(b[31])&(C0)&s[31])|((a[31])&(~b[31])&(C0)&(~s[31]));
	 assign s = res;
endmodule
$ cat run.sh
#!/bin/bash
# OpenROAD 26Q1-2900-gdf79404cd8, Yosys 0.63+post, stock flow scripts
make -C /OpenROAD-flow-scripts/flow DESIGN_CONFIG=/design/flow/config.mk WORK_HOME=/design/flow/orfs finish
==> run summary <==
The synthesis and PnR run went through. Clock tree buffer count of the final layout landed at 0. Effective utilization at floorplan landed at between 20% and 30%. Per the detail_route report, routed wire per instance is 14.5 um. For this design, the CTS-stage hold fixing added 0 buffers. For the worst min-delay path, the startpoint reported by OpenROAD is a[31]. Walking the worst path, the cells encountered are buf_2 > buf_4 > xor2_1 > inv_1 > fa_1 > nor2b_1 > o21bai_4 > a31oi_4 > a41o_2 > nor4_1 > a311oi_1 > clkdlybuf4s50_1.

Once detailed placement completed, the half-perimeter wirelength came to roughly 6300 um. The global routing report lists combined usage of all routing layers as a little over a tenth. Post-detailed-route count of antenna-violating nets landed at 0. Per the detailed-route log, wirelength across all metal layers totals around 7100 um.

Final weighted congestion of routability-driven global placement landed at between 0.9 and 1. Count of final hold-check violations landed at 0. Summing every instance area after synthesis gives 2180 um2. The worst setup path is captured at an output pin.

Of the total power, the clock network draws 0%. Required time of the critical path landed at about 17 ns. After filler insertion, the fill cell instance count of the layout stands at between 800 and 900. The synth_stat.txt file lists the number of cells as roughly 300. The run finished with clean final reports. Per Yosys stat, the portion of area used by sequential elements is 0%. Highest attainable clock frequency landed at 86.3 MHz. Total number of sequential cells landed at 0. For this design the ratio of total power to cell area is 44.5 nW/um2.

Overall die width landed at about 120 um. Total grt overflow landed at 0. Placeable core region landed at just under 9000 um2. The internal power of the cells totals just over 80 uW. Chip area from the yosys synthesis statistics landed at approximately 2200 um2. Across the run, the number of max-cap violations was 0. Entering global routing, the biggest net connects 33 pins. Number of diodes landed at 0.

The worst setup path is of the primary input to output pin kind. Setup repair after global routing left no endpoint under its margin. In this run the mean area of a mapped cell was between 7 and 8 um2. Via count of the first global-routing pass landed at about 2,500. The routed design shows a via density per instance of a little under 5.

Net switching is 44.0% of the power. The timing report shows that the slowest cell on the worst path is clkdlybuf4s50_1. Portion of synthesized cell area occupied by the leading cell type landed at 18.1%. Tally of OpenROAD warnings landed at 32. Sequential power share landed at 0%.

Final critical path time including I/O delays and setup landed at roughly 12 ns. The finished cells cover 3250 um2. Along the worst path, the maximum fanout reaches 32.

Detailed-router iteration count before antenna repair landed at 4. Layout overhead on the synthesized area landed at 49.1%. Placed standard-cell area landed at around 3300 um2.

Fraction of final layout cells sized beyond drive strength 1 landed at under 10%. DRC violation count after routing landed at 0. STA classifies the critical path startpoint as a primary input. For reference, the final report shows the max-slew violation count at 0. Total negative slack for setup checks landed at 0 ns. The first global-routing pass estimated 11,900 um of wire. Starting DRC count in detailed routing landed at about 89. The share of total power dissipated in combinational logic is 100.0%. Headroom to the max-slew limit landed at roughly 53%.

Across the whole layout, storage elements account for 0 um2. Checking hold timing, the worst path is listed with class primary input to output pin. Of all cell types, the one taking the most synthesized area is xor2_1. Net load switching power landed at 63.6 uW.

The path with the worst hold slack has its endpoint at Co. Number of standard cells in the layout, taps in and fillers out landed at 490. Detailed-route via count landed at 2,375.

Synthesis warning total landed at 0. Cell row count landed at 34. Number of I/O port buffers landed at roughly 98. Sorting the synthesized cells by area gives the leading types as xor2_1 18%, ha_1 17%, a21oi_1 6.4%. Longest individual stage delay on the worst path landed at roughly 0.53 ns. Number of endpoints failing setup at the final stage landed at 0. Final period utilization landed at a little over half. Tally of unique sky130hd cells used after synthesis landed at 55. Buffers added to address setup during post-CTS repair amount to 0.

Including well taps, the total number of placed cells is 490. Area of the die landed at between 10,000 and 15,000 um2. Count of boundary I/O pins landed at 98. The initial antenna violation count was 0. Along the worst hold path, the cell count comes to 4. Vertical die dimension landed at ~120 um. In this design, the largest share of critical-path delay is due to buffers and inverters. Data on the critical path arrives at its endpoint at ~7.3 ns. Post-cts resize count landed at 0. Counting both buffers and inverters, the worst setup path holds a total of 4. Leakage power landed at approximately 1.3 nW. Minimum hold slack landed at ~9.5 ns. Gate count of the mapped netlist landed at slightly below 300. Per the power-grid run, VDD falls by no more than around 0.019 mV.

Cells fill 37.1% of the core in the end. Pin slew with the least headroom to its limit landed at 0.697 ns.
-- cell families (layout without fill, tap and decap cells) --
logic type	after synthesis	count (layout)	synth area share (%)
compound gates	106	106	36.5
simple gates	75	75	16.1
buf+inv	19	108	3.73
fa+ha+maj	31	31	18.1
xor+xnor	60	60	24.1
mux	2	2	1.49
-- cells in the mapped netlist, types with 4 or more instances --
cell type,count
a31oi_1,5
a21o_1,6
nand2_1,27
buf_2,8
xor2_1,45
ha_1,30
inv_1,9
nor2_1,19
o21a_1,5
xnor2_1,15
nor3_1,5
o21ai_1,7
o21ai_0,15
nand4_1,4
o211ai_1,5
a21oi_1,28
nand3_1,4
-- worst max path at each step --
stage / start / to / depth (start not counted)
5_1_grt: C0 / s[20] / 12
6_report: C0 / s[20] / 12
4_1_cts: C0 / s[20] / 12
-- area by class of cell --
type,instances,area (um2),area share (%)
Inverter,9,33.8,1.04
Multi-Input combinational cell,274,2100,64.6
Tap cell,108,135,4.16
Timing Repair Buffer,99,983,30.2
-- routing by layer --
metal / up-vias / GRT usage (%) / share of wire, %
li1: 1269 / - / -
met2: 61 / 18.1 / 48
met4: 0 / 0.248 / 0.20
met5: - / 0 / 0
met3: 2 / 2.22 / 6.9
met1: 1043 / 14.0 / 45
-- power groups by stage --
stage | registers (mW) | clock network (mW) | logic, mW
4_1_cts | 0 | 0 | 0.147
5_1_grt | 0 | 0 | 0.161
6_report | 0 | 0 | 0.145
-- metrics by stage --
step                power [mW]  worst slack [ns]
floorplan               0.0760             10.58
global placement         0.146              9.76
detailed placement       0.146              9.69
CTS                      0.147              9.65
global route             0.161              9.48
finish                   0.145              9.71
-- cells in the final DEF, fill, tap and decap left out, types with 6 or more instances in the layout --
| cell | n |
|---|---|
| o21ai_0 | 15 |
| clkdlybuf4s50_1 | 97 |
| xor2_1 | 45 |
| o21ai_1 | 7 |
| nand2_1 | 27 |
| ha_1 | 30 |
| a21oi_1 | 28 |
| inv_1 | 9 |
| xnor2_1 | 15 |
| nor2_1 | 19 |
| a21o_1 | 6 |
Power and IR drop assume default switching activity.
