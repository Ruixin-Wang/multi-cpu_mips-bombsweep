## flow/config.mk

```make
export PLATFORM = sky130hd
export DESIGN_NAME = MCPU
export DESIGN_NICKNAME = MCPU
export VERILOG_FILES = /design/flow/design.v
export SDC_FILE = /design/flow/constraint.sdc
export NUM_CORES = 4
export LEC_CHECK = 1
export CORE_UTILIZATION = 50
```

## flow/constraint.sdc

```tcl
current_design MCPU

set clk_period 19.4
set clk_io_pct 0.2

create_clock -name clk0 -period $clk_period [get_ports {clk}]

set non_clock_inputs [all_inputs -no_clocks]
set_input_delay [expr $clk_period * $clk_io_pct] -clock clk0 $non_clock_inputs
set_output_delay [expr $clk_period * $clk_io_pct] -clock clk0 [all_outputs]
```

## flow/design.v

```verilog
`timescale 1ns / 1ps
module ALU( input [31:0] A,
				input [31:0] B,
				input [2:0]  ALU_operation,
				input right,
				input sign,
				output[31:0] res,
				output Co,
				output zero,
				output overflow
    );
	wire [31:0] Sum, Dif, And, Or, Slt, Xor, Nor, Sl;
	wire sub = ALU_operation[2];
	assign And = A & B;
	assign Or  = A | B;
	assign Xor = A ^ B;
	assign Nor = ~(A | B);
	assign Sl = right ? (B >> A[4:0]) : (B << A[4:0]);
	assign Slt = $signed(A) < $signed(B) ? 1 : 0;
	assign Sum = $signed(A) + $signed(B);
	assign Dif = $signed(A) - $signed(B);
	MUX8T1_32	MUX1(.I0(And),
						  .I1(Or),
						  .I2(Sum),
						  .I3(Xor),
						  .I4(Nor),
						  .I5(Sl),
						  .I6(Dif),
						  .I7(Slt),
						  .sel(ALU_operation),
						  .o(res)
						  );
	assign zero = ($signed(A) == $signed(B)) ? 1 : 0;
endmodule
`timescale 1ns / 1ps
module MCPU(
    input INT,
    input clk,
    input reset,
    input MIO_ready,
    input [31:0] Data_in,
    output mem_w,
    output [31:0] PC_out,
    output [31:0] inst_out,
    output [31:0] Data_out,
    output [31:0] Addr_out,
    output CPU_MIO,
    output [4:0] state
    );
	 wire MemRead, MemWrite, IorD, Sign,
			IRWrite, RegWrite, PCWrite,
			PCWriteCond, Branch, zero, overflow;
	 wire [1:0] RegDst;
	 wire [1:0] DatatoReg;
	 wire [1:0] ALUSrcA, ALUSrcB;
	 wire [1:0] PCSource;
	 wire [2:0] ALU_operation;
	 MCtrl Control ( 
			.clk(clk),
			.reset(reset),
			.zero(zero),
			.overflow(overflow),
			.MIO_ready(MIO_ready),
			.Inst_in(inst_out),
			.mem_w(mem_w),
			.CPU_MIO(CPU_MIO),
			.IorD(IorD),
			.IRWrite(IRWrite),
			.RegWrite(RegWrite),
			.ALUSrcA(ALUSrcA),
			.PCWrite(PCWrite),
			.PCWriteCond(PCWriteCond),
			.Branch(Branch),
			.RegDst(RegDst),
			.DatatoReg(DatatoReg),
			.ALUSrcB(ALUSrcB),
			.PCSource(PCSource),
			.ALU_operation(ALU_operation),
			.state_out(state),
			.Sign(Sign)
			);
	 MDPath Datapath (
			.clk(clk),
			.reset(reset),
			.MIO_ready(MIO_ready),
			.IorD(IorD),
			.IRWrite(IRWrite),
			.RegWrite(RegWrite),
			.ALUSrcA(ALUSrcA),
			.PCWrite(PCWrite),
			.PCWriteCond(PCWriteCond),
			.Branch(Branch),
			.RegDst(RegDst),
			.DatatoReg(DatatoReg),
			.ALUSrcB(ALUSrcB),
			.PCSource(PCSource),
			.ALU_operation(ALU_operation),
			.data2CPU(Data_in),
			.zero(zero),
			.overflow(overflow),
			.PC_Current(PC_out),
			.Inst(inst_out),
			.data_out(Data_out),
			.M_addr(Addr_out),
			.Sign(Sign)
			);
endmodule
`timescale 1ns / 1ps
module MCtrl(
		input clk,
		input reset,
		input[31:0] Inst_in,
		input zero,
		input overflow,
		input MIO_ready,
		output reg[2:0]ALU_operation,
		output[4:0]state_out,
		output reg CPU_MIO,
		output reg Sign,
		output reg IorD,
		output reg IRWrite,
		output reg [1:0]RegDst,
		output reg RegWrite,
		output reg [1:0]DatatoReg,
		output reg [1:0]ALUSrcA,
		output reg [1:0]ALUSrcB,
		output reg [1:0]PCSource,
		output reg PCWrite,
		output reg PCWriteCond,
		output reg Branch,
		output reg mem_w
		);
		parameter 	  IF = 5'b00000,     ID = 5'b00001,    Ex_R = 5'b00010, Ex_Mem = 5'b00011,   Ex_I = 5'b00100,
					 WB_Lui = 5'b00101, Ex_beq = 5'b00110,  Ex_bne = 5'b00111,  Ex_jr = 5'b01000, Ex_jal = 5'b01001,
						Ex_j = 5'b01010, Mem_RD = 5'b01011,  Mem_WD = 5'b01100,   WB_R = 5'b01101,   WB_I = 5'b01110,
					  WB_LW = 5'b01111,  Error = 5'b11111, Ex_jalr = 5'b10000;
		parameter	AND = 3'b000, OR = 3'b001, ADD = 3'b010, SUB = 3'b110, NOR = 3'b100, XOR = 3'b011, SRL = 3'b101, SLT = 111;
		parameter   
			stateIF	 = 19'b1000100000001000011,
			stateID	 = 19'b0000000000011000001,
			stateR	 = 19'b0000000000100000001,	
			stateMem  = 19'b0000000000110000001,
			stateIs	 = 19'b0000000000110000001,
			stateIu	 = 19'b0000000000110000000,	
			stateLui  = 19'b0000010000111100001,
			stateBeq  = 19'b0100000010100000101,	
			stateBne  = 19'b0100000010100000001,
			stateJr	 = 19'b1000000000100000001,	
			stateJal  = 19'b1000011100011110001,
			stateJalr = 19'b1000011000100110001,
			stateJ	 = 19'b1000000100011000001,	
			stateRD   = 19'b0010000000000000011,
			stateWD	 = 19'b0011000000000000011,	
			stateWBR  = 19'b0000000000000101001,
			stateWBI  = 19'b0000000000110100001,	
			stateLW	 = 19'b0000001000000100001,
			stateSRL  = 19'b0000000001010000001;
		wire [5:0] Fun = Inst_in[5:0];
		wire [5:0] OP = Inst_in[31:26];
		reg [4:0] state;
		assign state_out = state;
		always @(posedge clk or posedge reset) begin
			if (reset) state <= IF;
			else 
				case (state)
					IF:		if (MIO_ready) state <= ID;
									else state <= IF;
					ID:		case (OP)
									6'b000000: begin
										case (Fun)
											6'h8: state <= Ex_jr;
											6'h9: state <= Ex_jalr;
											default: state <= Ex_R;
										endcase
									end
									6'b001000: state <= Ex_I;
									6'b001100: state <= Ex_I;
									6'b001101: state <= Ex_I;
									6'b001110: state <= Ex_I;
									6'b001010: state <= Ex_I;
									6'b001111: state <= WB_Lui;
									6'b100011: state <= Ex_Mem;
									6'b101011: state <= Ex_Mem;
									6'b000100: state <= Ex_beq;
									6'b000101: state <= Ex_bne;
									6'b000010: state <= Ex_j;
									6'b000011: state <= Ex_jal;
									default:   state <= Error;
								endcase 
					Ex_R: 	state <= WB_R;
					Ex_Mem:	case (OP)
									6'b100011: state <= Mem_RD;
									6'b101011: state <= Mem_WD;
									default:   state <= Error;
								endcase 
					Ex_I:		state <= WB_I;
					WB_Lui:	state <= IF;
					Ex_beq:	state <= IF;
					Ex_bne:	state <= IF;
					Ex_jr:	state <= IF;
					Ex_jal:	state <= IF;
					Ex_jalr:	state <= IF;
					Ex_j:		state <= IF;
					Mem_RD:	if (MIO_ready) state <= WB_LW;
									else state <= Mem_RD;
					Mem_WD:	if (MIO_ready) state <= IF;
									else state <= Mem_RD;
					WB_R:		state <= IF;
					WB_I:		state <= IF;
					WB_LW:	state <= IF;
					default: state <= Error;
				endcase 
		end 
		always @* begin
			case (state)
				IF:		begin {PCWrite, PCWriteCond, IorD, mem_w, IRWrite, DatatoReg, PCSource, ALUSrcA, ALUSrcB, RegWrite, RegDst, Branch, CPU_MIO, Sign} = stateIF; ALU_operation = ADD; end
				ID:		begin {PCWrite, PCWriteCond, IorD, mem_w, IRWrite, DatatoReg, PCSource, ALUSrcA, ALUSrcB, RegWrite, RegDst, Branch, CPU_MIO, Sign} = stateID; ALU_operation = ADD; end
				Ex_R:		begin 
								if ((Fun == 6'b000000) || (Fun == 6'b000010)) {PCWrite, PCWriteCond, IorD, mem_w, IRWrite, DatatoReg, PCSource, ALUSrcA, ALUSrcB, RegWrite, RegDst, Branch, CPU_MIO, Sign} = stateSRL;
										else {PCWrite, PCWriteCond, IorD, mem_w, IRWrite, DatatoReg, PCSource, ALUSrcA, ALUSrcB, RegWrite, RegDst, Branch, CPU_MIO, Sign} = stateR;
								case (Fun)
									6'b100000: ALU_operation = ADD;
									6'b100001: ALU_operation = ADD;
									6'b100010: ALU_operation = SUB;
									6'b100011: ALU_operation = SUB;
									6'b100100: ALU_operation = AND;
									6'b100101: ALU_operation = OR;
									6'b100110: ALU_operation = XOR;
									6'b100111: ALU_operation = NOR;
									6'b101010: ALU_operation = SLT;
									6'b000000: ALU_operation = SRL;
									6'b000010: ALU_operation = SRL;
									6'b000100: ALU_operation = SRL;
									6'b000110: ALU_operation = SRL;
									default  : ALU_operation = ADD;
								endcase 
							end
				Ex_Mem:	begin {PCWrite, PCWriteCond, IorD, mem_w, IRWrite, DatatoReg, PCSource, ALUSrcA, ALUSrcB, RegWrite, RegDst, Branch, CPU_MIO, Sign} = stateMem; ALU_operation = ADD; end
				Ex_I:		begin 
								case (OP)
									6'b001000: begin ALU_operation = ADD; {PCWrite, PCWriteCond, IorD, mem_w, IRWrite, DatatoReg, PCSource, ALUSrcA, ALUSrcB, RegWrite, RegDst, Branch, CPU_MIO, Sign} =stateIs; end 
									6'b001100: begin ALU_operation = AND; {PCWrite, PCWriteCond, IorD, mem_w, IRWrite, DatatoReg, PCSource, ALUSrcA, ALUSrcB, RegWrite, RegDst, Branch, CPU_MIO, Sign} =stateIu; end 
									6'b001101: begin ALU_operation = OR;  {PCWrite, PCWriteCond, IorD, mem_w, IRWrite, DatatoReg, PCSource, ALUSrcA, ALUSrcB, RegWrite, RegDst, Branch, CPU_MIO, Sign} =stateIu; end 
									6'b001110: begin ALU_operation = XOR; {PCWrite, PCWriteCond, IorD, mem_w, IRWrite, DatatoReg, PCSource, ALUSrcA, ALUSrcB, RegWrite, RegDst, Branch, CPU_MIO, Sign} =stateIu; end 
									6'b001010: begin ALU_operation = SLT; {PCWrite, PCWriteCond, IorD, mem_w, IRWrite, DatatoReg, PCSource, ALUSrcA, ALUSrcB, RegWrite, RegDst, Branch, CPU_MIO, Sign} =stateIs; end 
								endcase 
							end
				WB_Lui:	begin {PCWrite, PCWriteCond, IorD, mem_w, IRWrite, DatatoReg, PCSource, ALUSrcA, ALUSrcB, RegWrite, RegDst, Branch, CPU_MIO, Sign} = stateLui; 	ALU_operation = ADD; end
				Ex_beq:	begin {PCWrite, PCWriteCond, IorD, mem_w, IRWrite, DatatoReg, PCSource, ALUSrcA, ALUSrcB, RegWrite, RegDst, Branch, CPU_MIO, Sign} = stateBeq; 	ALU_operation = SUB; end
				Ex_bne:	begin {PCWrite, PCWriteCond, IorD, mem_w, IRWrite, DatatoReg, PCSource, ALUSrcA, ALUSrcB, RegWrite, RegDst, Branch, CPU_MIO, Sign} = stateBne; 	ALU_operation = SUB; end
				Ex_jr:	begin {PCWrite, PCWriteCond, IorD, mem_w, IRWrite, DatatoReg, PCSource, ALUSrcA, ALUSrcB, RegWrite, RegDst, Branch, CPU_MIO, Sign} = stateJr; 		ALU_operation = ADD; end
				Ex_jal:	begin {PCWrite, PCWriteCond, IorD, mem_w, IRWrite, DatatoReg, PCSource, ALUSrcA, ALUSrcB, RegWrite, RegDst, Branch, CPU_MIO, Sign} = stateJal; 	ALU_operation = ADD; end
				Ex_jalr: begin {PCWrite, PCWriteCond, IorD, mem_w, IRWrite, DatatoReg, PCSource, ALUSrcA, ALUSrcB, RegWrite, RegDst, Branch, CPU_MIO, Sign} = stateJalr; 	ALU_operation = ADD; end
				Ex_j:		begin {PCWrite, PCWriteCond, IorD, mem_w, IRWrite, DatatoReg, PCSource, ALUSrcA, ALUSrcB, RegWrite, RegDst, Branch, CPU_MIO, Sign} = stateJ; 		ALU_operation = ADD; end
				Mem_RD:	begin {PCWrite, PCWriteCond, IorD, mem_w, IRWrite, DatatoReg, PCSource, ALUSrcA, ALUSrcB, RegWrite, RegDst, Branch, CPU_MIO, Sign} = stateRD; 		ALU_operation = ADD; end
				Mem_WD:	begin {PCWrite, PCWriteCond, IorD, mem_w, IRWrite, DatatoReg, PCSource, ALUSrcA, ALUSrcB, RegWrite, RegDst, Branch, CPU_MIO, Sign} = stateWD; 		ALU_operation = ADD; end
				WB_R:		begin {PCWrite, PCWriteCond, IorD, mem_w, IRWrite, DatatoReg, PCSource, ALUSrcA, ALUSrcB, RegWrite, RegDst, Branch, CPU_MIO, Sign} = stateWBR; 	ALU_operation = ADD; end
				WB_I:		begin {PCWrite, PCWriteCond, IorD, mem_w, IRWrite, DatatoReg, PCSource, ALUSrcA, ALUSrcB, RegWrite, RegDst, Branch, CPU_MIO, Sign} = stateWBI; 	ALU_operation = ADD; end
				WB_LW:	begin {PCWrite, PCWriteCond, IorD, mem_w, IRWrite, DatatoReg, PCSource, ALUSrcA, ALUSrcB, RegWrite, RegDst, Branch, CPU_MIO, Sign} = stateLW; 		ALU_operation = ADD; end
			endcase 
		end
endmodule
`timescale 1ns / 1ps
module     MDPath(input clk,
					   input reset,
					   input MIO_ready,		
					   input IorD,
					   input IRWrite,
					   input [1:0] RegDst,
					   input RegWrite,
					   input [1:0]DatatoReg,
					   input [1:0]ALUSrcA,
					   input [1:0]ALUSrcB,
					   input [1:0]PCSource,
					   input PCWrite,
					   input PCWriteCond,	
					   input Branch,
						input Sign,
					   input [2:0] ALU_operation,
					   output[31:0]PC_Current,
					   input [31:0]data2CPU,
					   output[31:0]Inst,
					   output[31:0]data_out,
					   output[31:0]M_addr,
					   output zero,
					   output overflow
					  );	
		reg[31:0] PC, ALUOut;
		wire[31:0] Inst, Imm_32;			  
		assign M_addr = IorD ? ALUOut : PC;
		assign PC_Current = PC;
		reg[31:0] IR;
		always @(posedge clk or posedge reset) begin
			if (reset) IR <= 32'h00000000;
			else if (IRWrite) IR <= data2CPU;
				else IR <= IR;
		end 
		assign Inst = IR;
		wire[4:0] rs, rt, rd;
		wire[15:0] Imm_16;
		wire[25:0] Imm_26;
		wire[31:0] offset;
		assign rs = Inst[25:21];
		assign rt = Inst[20:16];
		assign rd = Inst[15:11];
		assign Imm_16 = Inst[15:0];
		assign Imm_26 = Inst[25:0];
		assign Imm_32 = Sign ? {{16{Inst[15]}},Inst[15:0]} : {16'b0,Inst[15:0]};
		assign offset = {Imm_32[29:0], 2'b00};
		reg[4:0] Wt_addr;
		always @* begin	
			case (RegDst)
				2'b00: Wt_addr = rt;
				2'b01: Wt_addr = rd;
				2'b10: Wt_addr = 5'd31;
				2'b11: Wt_addr = 5'd31;
			endcase
		end 
		reg[31:0] Wt_data;
		reg[31:0] MDR;
		wire[31:0] lui = {Inst[15:0], 16'd0};
		always @* begin	
			case (DatatoReg)
				2'b00: Wt_data = ALUOut;
				2'b01: Wt_data = MDR;
				2'b10: Wt_data = lui;
				2'b11: Wt_data = PC_Current;
			endcase
		end 
		wire[31:0] rdata_A, rdata_B;
		Regs U2 (
			.clk(clk), 
			.rst(reset), 
			.L_S(RegWrite), 
			.R_addr_A(rs), 
			.R_addr_B(rt), 
			.Wt_addr(Wt_addr), 
			.Wt_data(Wt_data), 
			.rdata_A(rdata_A), 
			.rdata_B(rdata_B)
		);
		reg[31:0] ALU_A;
		reg[31:0] ALU_B;
		always @* begin
			case (ALUSrcA)
				2'b00: ALU_A = PC_Current;
				2'b01: ALU_A = rdata_A;
				2'b10: ALU_A = data_out;
				2'b11: ALU_A = 32'h0;
			endcase
			case (ALUSrcB)
				2'b00: ALU_B = rdata_B;
				2'b01: ALU_B = 32'h4;
				2'b10: ALU_B = Imm_32;
				2'b11: ALU_B = offset;
			endcase
		end
		wire[31:0] res;
		ALU U1 (
			.A(ALU_A), 
			.B(ALU_B), 
			.ALU_operation(ALU_operation), 
			.right(Imm_32[1]), 
			.sign(Imm_32[0]), 
			.res(res), 
			.Co( ), 
			.zero(zero), 
			.overflow(overflow)
		);
		always @(posedge clk) begin
			ALUOut <= res;
		end
		assign data_out = rdata_B;
		always @(posedge clk) begin
			MDR <= data2CPU;
		end
		wire[31:0] Jump_addr, PCBranch;
		assign PCPlus4 = res;
		assign Jump_addr = {PC_Current[31:28], Imm_26, 2'b00};
		assign PCBranch = ALUOut;
		reg[31:0] PC_next;
		always @* begin
			case (PCSource)
				2'b00: PC_next = res;
				2'b01: PC_next = ALUOut;
				2'b10: PC_next = Jump_addr;
				2'b11: PC_next = ALUOut;
			endcase
		end 
		wire CE;
		assign CE = MIO_ready & (PCWrite | (PCWriteCond & (Branch ^~ zero)));
		always @(posedge clk or posedge reset) begin
			if (reset) PC <= 32'h0;
			else if (CE) PC <= PC_next;
				else PC <= PC;
		end
endmodule
`timescale 1ns / 1ps
module MUX8T1_32 ( input [2:0] sel,
						input [31:0] I0,
						input [31:0] I1,
						input [31:0] I2,
						input [31:0] I3,
						input [31:0] I4,
						input [31:0] I5,
						input [31:0] I6,
						input [31:0] I7,
						output reg [31:0] o
    );
	 always @* begin 
		case (sel)
			3'b000: o = I0;
			3'b001: o = I1;
			3'b010: o = I2;
			3'b011: o = I3;
			3'b100: o = I4;
			3'b101: o = I5;
			3'b110: o = I6;
			3'b111: o = I7;
		endcase
	end
endmodule
`timescale 1ns / 1ps
module Regs(
				input clk, rst, L_S,
				input[4:0] R_addr_A, R_addr_B, Wt_addr,
				input[31:0] Wt_data,
				output[31:0] rdata_A, rdata_B
			  );
		reg[31:0] register[0:31];
		integer i;
		assign rdata_A = (rst==1)? 0: register[R_addr_A];
		assign rdata_B = (rst==1)? 0: register[R_addr_B];
		always @(posedge clk or posedge rst) begin
				if (rst == 1) 
					for (i=1; i<32; i=i+1) register[i] <= 0;
				else
					if ((Wt_addr != 0)&&(L_S == 1))
					register[Wt_addr] <= Wt_data;
		end
endmodule 
```

## flow/run.sh

```bash
#!/bin/bash
# OpenROAD 26Q1-2900-gdf79404cd8, Yosys 0.63+post, stock flow scripts
make -C /OpenROAD-flow-scripts/flow DESIGN_CONFIG=/design/flow/config.mk WORK_HOME=/design/flow/orfs finish
```

==> impl_metrics.env <==
# yosys + openroad results
export IMPL_crit_path_start_kind="primary input"
export IMPL_drc=0
export IMPL_untimed_endpoints=23
export IMPL_maxCapViolCount=0
export IMPL_cts_tree="done"
export IMPL_dieWidth_um=370
export IMPL_chip_area_um2=137000
export IMPL_ys_flops=1178
export IMPL_grt_use_total_pct=59.2
export IMPL_p_per_area_nw_per_um2=164
export IMPL_yosys_area_um2=67900
export IMPL_fp_dieH_um=370
export IMPL_max_freq_ghz=0.0838
export IMPL_ys_types=115
export IMPL_drt_wl_total_um=391000
export IMPL_finalSetupViolations=0
export IMPL_tightest_slew_ns=1.26
export IMPL_crit_type="in2out"
export IMPL_fin_worst_skew_ns=0.0344
export IMPL_cts_hold_fix_buffers=0
export IMPL_vias_per_cell=7.32
export IMPL_synthArstFlopShare_pct=90.1
export IMPL_clock_latency_ns=0.79
export IMPL_critPathArrivalTime_ns=8.06
export IMPL_core_rowCount=134
export IMPL_hold_viol_final=0
export IMPL_gp_congestion=1.16
export IMPL_crit_chain="buf_2 -> buf_4 -> inv_8 -> buf_4 -> buf_4 -> buf_4 -> o21ai_0 -> a31oi_1 -> buf_4 -> clkdlybuf4s50_1"
export IMPL_required_ns=15.52
export IMPL_finalMaxSlewViolations=0
export IMPL_core_area_um2=134000
export IMPL_post_cts_buffers=0
export IMPL_yosysWarningCount=6
export IMPL_drtIter0Drc=10400
export IMPL_edf_count=32
export IMPL_htree_levels=4
export IMPL_tns_ns=0
export IMPL_post_drt_wl_per_cell_um=39.3
export IMPL_grt_max_degree=111
export IMPL_peakVddDrop_uv=103
export IMPL_cp_common_cell="buf_4"
export IMPL_yosysCellCount=8050
export IMPL_cts_made_buffers=130
export IMPL_post_route_period_util_pct=61.5
export IMPL_area_leaders="dfrtp_1 (39%), o21ai_0 (8.5%), nand2_1 (7.8%), a22oi_1 (6.1%), nand3_1 (3.1%)"
export IMPL_overflow=0
export IMPL_comb_area_um2=35800
export IMPL_status="complete, no violations"
export IMPL_slowest_stage="buf_4"
export IMPL_postSynthCellCount=8050
export IMPL_firstDrtPassIters=7
export IMPL_grt_pass1_vias=68000
export IMPL_min_period_ns=11.94
export IMPL_drive_above_1_share_pct=11.1
export IMPL_ant_nets=0
export IMPL_path_delay_family="buffers and inverters"
export IMPL_io_pins=171
export IMPL_fp_util_pct=50.6
export IMPL_slew_headroom_pct=15.2
export IMPL_yosysTopAreaCellShare_pct=39.1
export IMPL_clkSlewWorstSetupHoldPaths_ns=0.06
export IMPL_top_area_cell="dfrtp_1"
export IMPL_grt_antenna_before_repair=41
export IMPL_numPortBuffers=169
export IMPL_vias=72600
export IMPL_unclocked_regs=21
export IMPL_clockBufferDepth=3
export IMPL_rsz0062_at_grt="no"
export IMPL_endpoint_kind="primary output"
export IMPL_nFillCells=11900
export IMPL_cts_resized=0
export IMPL_register_area_um2=29100
export IMPL_syn_to_final_growth_pct=13.0
export IMPL_hold_path_class="reg2reg"
export IMPL_clockRootBuffer="clkbuf_16"
export IMPL_critical_path_max_stage_delay_ns=0.68
export IMPL_ff_type="dfrtp_1"
export IMPL_syn_avg_cell_area_um2=8.43
export IMPL_dpl_hpwl_um=249000
export IMPL_path_buffers=8
export IMPL_warning_count=112
export IMPL_critPathMaxFanout=89
export IMPL_syn_area_um2=67900
export IMPL_hold_slack_ns=0.503
export IMPL_grt_pass1_wl_um=537000
export IMPL_leakage_uw=0.0336
[final cells by class]
type / count / share of cell area, %
clock inverters: 39 / 0.718
inverters: 154 / 0.763
diodes: 56 / 0.183
repair buffers: 538 / 5.86
multi-input cells: 5996 / 46.6
well taps: 1768 / 2.88
flip-flops and latches: 1178 / 38.0
clock buffers: 200 / 4.98
[tightest hold or removal path: stages (launching register included)]
cell     delay [ns]
dfrtp_1        0.36
nand2_1        0.05
o21ai_0        0.06
[power by group]
group	leakage (uW)	internal [uW]	switching, uW
Clock	0.00213	1470	1100
Combinational	0.0161	1730	4020
Sequential	0.0154	3280	948
Total	0.0336	6480	6070
[logic make-up after synthesis]
family	synth area share [%]
and+or+nand+nor	19.8
AOI/OAI and AO/OA	24.5
DFF	42.4
buffers and inverters	5.63
muxes	4.57
adders and majority gates	2.05
xor gates and xnor gates	0.594
latches	0.464
other	0.00552
[synthesized netlist by cell type (all sizes together) (21+ instances only)]
library cell and count:
nand2 1406, o21ai 1154, dfrtp 1061, a22oi 556, clkbuf 535, nand3 419
nor2 389, a21oi 257, buf 218, mux2i 185, and3 162, inv 148
nand4 137, ha 108, mux2 95, nor3 94, nor4 66, dfxtp 64
a22o 61, a31oi 57, a2111oi 46, a221oi 46, o22ai 38, xnor2 38
a221o 34, nand3b 33, a211oi 32, edfxtp 32, nand2b 32, o211ai 32
o22a 29, or3 29, nor2b 27, o21a 26, a32oi 23, o221ai 23
or4 23, and2 21, dlxtn 21, o31ai 21
[metal layers]
metal	vias to the layer above	global-route usage (%)	wire length [um]
met3	2357	40.1	69600
li1	29200	-	-
met2	6718	74.6	149000
met5	-	13.1	2450
met4	64	47.1	43800
met1	34300	68.3	126000
[cell usage in the layout (no fill, tap or decap), types with 42 or more instances in the layout]
cell             Yosys  layout
diode_2              0      56
a2111oi_0           42      42
nand3_1            418     418
nor2_1             377     327
a31oi_1             54      54
clkbuf_16            0     133
a21oi_1            252     236
nor3_1              93      90
nor4_1              65      65
and3_1             160     159
clkdlybuf4s50_1      0     168
clkbuf_1           533      43
dfrtp_1           1061    1056
a22o_1              61      61
mux2_2              94      94
a221oi_1            45      45
inv_1              145     144
nand2_1           1406    1376
o21ai_0           1149    1133
dfxtp_1             64      64
mux2i_1            184     184
nand4_1            137     137
buf_4               28     366
ha_1               108     108
a22oi_1            555     555
[through the flow]
step                util (%)  total power [uW]  instance area [um2]  worst slack, ns  std cells
floorplan                  -              6930                68000             1.91       8081
global placement        53.8              9520                72200             7.41       9634
detailed placement      53.8              9560                72200             7.43       9634
CTS                     57.1             12100                76600             7.42       9873
global route            57.1             12900                76600             7.07       9889
finish                  57.2             12500                76700             7.46       9929
[state kept, by name, summed over array words and instances, names as in the netlist, 2 cells and up]
name                   flops
Control.ALUSrcA            2
Control.ALUSrcB            2
Control.ALU_operation      3
Control.DatatoReg          2
Control.PCSource           2
Control.RegDst             2
Control.state              5
Datapath.ALUOut           32
Datapath.IR               32
Datapath.MDR              32
Datapath.PC               32
Datapath.U2.register    1024
[final timing paths]
check	startpoint	endpoint	slack, ns	depth (start not counted)
max	reset	Data_out[9]	7.46	10
min	Datapath.U2.register[11][1]	Datapath.U2.register[11][1]	0.50	2
max reg2reg	Datapath.IR[18]	Datapath.PC[30]	10.01	27
min reg2reg	Datapath.U2.register[11][1]	Datapath.U2.register[11][1]	0.50	2
max in group asynchronous	reset	Datapath.U2.register[30][25]	12.63	7
min in group asynchronous	reset	Datapath.U2.register[17][2]	3.54	3
Power is estimated from default activity; no workload was simulated.
